<file path="flow/config.mk">
export PLATFORM = sky130hd
export DESIGN_NAME = fsm
export DESIGN_NICKNAME = fsm
export VERILOG_FILES = /design/flow/design.v
export SDC_FILE = /design/flow/constraint.sdc
export NUM_CORES = 4
export LEC_CHECK = 1
export CORE_AREA = 10 10 70 70
export DIE_AREA = 0 0 80 80
</file>
<file path="flow/constraint.sdc">
current_design fsm

set clk_period 1.7
set clk_io_pct 0.2

create_clock -name clk0 -period $clk_period [get_ports {clk}]

set non_clock_inputs [all_inputs -no_clocks]
set_input_delay [expr $clk_period * $clk_io_pct] -clock clk0 $non_clock_inputs
set_output_delay [expr $clk_period * $clk_io_pct] -clock clk0 [all_outputs]
</file>
<file path="flow/design.v">
`timescale 1ns / 1ps
module fsm( 
input clk, 
input [1:0] mode, 
input reset, 
input start_stop,  
output reg addsub,   
output reg enable, 
output reg load_preset
    ); 
     reg [1:0] state;   
     wire EdgeStartStop ;
     wire EdgeReset ;
     RisingEdgeDetector r0 (.clk(clk), .signal(start_stop),.Outedge(EdgeStartStop)); 
     RisingEdgeDetector r1 (.clk(clk), .signal(reset),.Outedge(EdgeReset)); 
 initial begin 
 state = 2'b00; 
 end
 always @(posedge clk) begin 
  if(EdgeReset) 
       begin
            enable = 0;  
            load_preset <= 1;  
            state <= 2'b00;
            if (mode == 2'b10 | mode == 2'b11) 
                addsub <= 0; 
            else 
                addsub <= 1; 
         end   
    else begin 
        case(state)  
        2'b00: 
            begin 
                if( EdgeStartStop) 
                    begin 
                         state <= 2'b01; 
                         load_preset <= 1; 
                     end   
                 else 
                    begin
                        enable <= 0;  
                        load_preset <= 1; 
                    end
            end
        2'b01:
            begin
                if (mode[1] == 1)  
                        addsub <= 0; 
                    else 
                        addsub <=1; 
                state <= 2'b10; 
                load_preset <= 0; 
                enable <= 1;
            end 
        2'b10:
        begin
            if(EdgeStartStop)
                begin 
                    state <= 2'b11; 
                    enable <= 0;
                end    
             else 
             enable <= 1;         
          end          
        2'b11:  
        begin 
        if(EdgeStartStop) 
            begin 
                enable <= 1 ; 
                state <= 2'b10;
            end 
         else
             state <= 2'b11;
        end 
      endcase
    end 
end
endmodule
module RisingEdgeDetector (
  input   clk,
  input   signal,
  output  reg Outedge
);
  reg signalPrev;
  always @(posedge clk) begin
    signalPrev <= signal;
    Outedge <= (signal && !signalPrev);
  end
endmodule
</file>
<file path="flow/run.sh">
#!/bin/bash
# OpenROAD 26Q1-2900-gdf79404cd8, Yosys 0.63+post, stock flow scripts
make -C /OpenROAD-flow-scripts/flow DESIGN_CONFIG=/design/flow/config.mk WORK_HOME=/design/flow/orfs finish
</file>
==> results_dict.tcl <==
# flow metrics
set metrics [dict create \
    ys_seq_share_pct 65.2 \
    numPortBuffers 6 \
    wl_per_cell_um 5.65 \
    fin_crit_sh_pct 82.7 \
    cts_root_buffer "clkbuf_4" \
    internal-power_w 0.000375 \
    num_antenna_cells 0 \
    wl_met1_um 200 \
    cellPowerDensity_nw_per_um2 1100 \
    crit_slowest_cell "clkdlybuf4s50_1" \
    synth_cell_types 14 \
    cts_sinks 9 \
    grt_usage_pct 1.67 \
    cp.required_ns 1.36 \
    tool_warnings 26 \
    max_stage_delay_ns 0.49 \
    arrival_ns 1.07 \
    die_h_um 80 \
    die_w_um 80 \
    peakVddDrop_v 0.000485 \
    grt_max_degree 6 \
    p_total_w 0.000481 \
    min_period_ns 1.41 \
    switching_share_pct 22.0 \
    synth_flops 9 \
    critPathMaxFanout 2 \
    syn_area_per_cell_um2 11.7 \
    num_io_pins 8 \
    switchingPower_w 0.000106 \
    hold_buffers 0 \
    drt_iter0_drc 10 \
    crit_family "buffers and inverters" \
    dpl_cell_area_um2 409 \
    cp-end-kind "output pin" \
    numCtsBuffers 3 \
    setup_viol 0 \
    comb_power_share_pct 14.1 \
    vias_per_cell 2.40 \
    maxCapViolCount 0 \
    syn_inst 25 \
    fin_hold_ws_ns 0.381 \
    grt_first_pass_wirelength_um 821 \
    cts.path.max_buffers 2 \
    fin_util_pct 12.7 \
    synth_area_um2 292 \
    gr-total-overflow 0 \
    fp-utilization_pct 8.53 \
    htreeDepth 1 \
    grt_pass1_vias 204 \
    crit_chain "clkdlybuf4s50_1" \
    antenna_found_initial 0 \
    p_clk_share_pct 32.9 \
    max_freq_mhz 711 \
    power_frac_seq_pct 52.9 \
    area.growth.synth_to_final_pct 49.4 \
    clk_pin_slew_worst_paths_ns 0.06 \
    core_um2 3420 \
    met3_wirelength_um 46 \
    skew_ns 0.00394 \
    synth_stat.cells 25 \
    drc 0 \
    vias 194 \
    cts_resized 0 \
    chip_area_um2 6400 \
    postCtsSetupBuffers 0 \
    final_area_um2 435 \
    path_buffers 1 \
    slew_headroom_pct 85.9 \
    gp_congestion 0.610 \
    ys_warn_count 2 \
    drive_above_1_share_pct 14.3 \
    ys_area_um2 292 \
    wl_um 458 \
    num_rows 21 \
    cts_tree "built" \
    slew_violations 0 \
    clock_latency_ns 0.25 \
    fin_setup_tns_ns 0 \
    dr_wl_met2_um 212 \
    start_kind "flip-flop" \
    max_slew.worst_pin.slew_ns 0.211 \
    highest_layer "met3" \
    drtPass1Iterations 2 \
    postRouteAntennaNets 0 \
    p_leak_nw 0.169 \
    crit_type "flip-flop to output pin" \
    grt_setup_unrepaired "no" \
    hold_viol 0 \
    status "completed" \
    hold_path_class "flip-flop to flip-flop" \
]
metrics by stage:
step	std cells	worst slack, ns
final	81	0.294
after global routing	81	0.220
after CTS	81	0.273
after detailed placement	77	0.559
after global placement	77	0.552
after floorplan	25	0.847
path summary, 6_finish.rpt:
path	start	to	slack (ns)	cells past startpoint
max	enable	enable	0.29	1
max reg2reg	state[0]	enable	0.78	3
min reg2reg	r0.signalPrev	r0.Outedge	0.38	1
min	r0.signalPrev	r0.Outedge	0.38	1
metal layers:
metal,global-route usage [%],up-vias
li1,-,100
met1,1.74,87
met2,2.49,7
met3,1.59,0
met4,0.176,0
met5,0,-
Yosys cell counts:
| cell | number | area (um^2) |
|---|---|---|
| dfxtp_1 | 8 | 160 |
| a21oi_1 | 2 | 10.0 |
| inv_1 | 2 | 7.51 |
| nand2_1 | 2 | 7.51 |
| nor2b_1 | 2 | 12.5 |
| a21o_1 | 1 | 7.51 |
| edfxtp_1 | 1 | 30.0 |
| nand2b_1 | 1 | 6.26 |
| nand3b_1 | 1 | 7.51 |
| nor2_1 | 1 | 3.75 |
| nor2b_4 | 1 | 13.8 |
| nor3_2 | 1 | 10.0 |
| or2_1 | 1 | 6.26 |
| xor2_1 | 1 | 8.76 |
cells in the final DEF, fill, tap and decap left out, types with 2 or more instances in the layout:
cell type and n:
inv_1 2, clkbuf_4 3, nand2_1 2, dfxtp_1 8, nor2b_1 2, clkdlybuf4s50_1 6
a21oi_1 2
state kept, by name, indices dropped and copies added (netlist names):
signal and flops:
state 2, addsub 1, enable 1, load_preset 1
r0.Outedge 1, r0.signalPrev 1, r1.Outedge 1, r1.signalPrev 1
layout make-up:
class / count / area [um^2]
tap: 46 / 57.6
inverter: 2 / 7.51
clock buffer: 4 / 26.3
timing repair buffer: 6 / 60.1
multi-input combinational: 14 / 93.8
fill: 402 / 2980
sequential: 9 / 190
power by group through the flow:
stage / sequential, W / clock, W / combinational (W)
global route: 0.000258 / 0.000187 / 0.0000791
finish: 0.000255 / 0.000158 / 0.0000680
CTS: 0.000255 / 0.000164 / 0.0000701
cell families after synthesis:
logic type      count (synthesis)  share of synthesized area (%)
buf+inv                         2                           2.58
simple gates                   10                           23.2
compound gates                  3                           6.01
xor+xnor                        1                           3.00
flops                           9                           65.2
Power and IR drop assume default switching activity.
