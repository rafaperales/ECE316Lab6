--- ./config.mk ---
export PLATFORM = sky130hd
export DESIGN_NAME = MSclk
export DESIGN_NICKNAME = MSclk
export VERILOG_FILES = /design/flow/design.v
export SDC_FILE = /design/flow/constraint.sdc
export NUM_CORES = 4
export LEC_CHECK = 1
export CORE_AREA = 10 10 94 94
export DIE_AREA = 0 0 104 104
--- ./constraint.sdc ---
current_design MSclk

set clk_period 3.3
set clk_io_pct 0.2

create_clock -name clk0 -period $clk_period [get_ports {clk}]

set non_clock_inputs [all_inputs -no_clocks]
set_input_delay [expr $clk_period * $clk_io_pct] -clock clk0 $non_clock_inputs
set_output_delay [expr $clk_period * $clk_io_pct] -clock clk0 [all_outputs]
--- ./design.v ---
`timescale 1ns / 1ps
module MSclk (
 input clk, 
 input reset,  
 output slow_clk 
 );  
   reg [19:0] COUNT; 
  initial begin
    COUNT = 0;
    end
   assign slow_clk = COUNT[19] ;  
    always @ (posedge clk) 
    begin 
    if(reset) 
      COUNT = 0; 
    else  
     COUNT = COUNT + 1; 
    end
 endmodule
--- ./run.sh ---
#!/bin/bash
# OpenROAD 26Q1-2900-gdf79404cd8, Yosys 0.63+post, stock flow scripts
make -C /OpenROAD-flow-scripts/flow DESIGN_CONFIG=/design/flow/config.mk WORK_HOME=/design/flow/orfs finish
==> flow_summary_export.csv <==
group,metric,value,unit
routing,drt_iter0_markers,101,
cells_and_area,area_growth,20.4,%
final_timing,setup_violations,0,
cts,clockBufferDepth,2,
placement,hpwl,1.02,mm
placement,place.gp.congestion,0.731,
hold_path,hp-class,"reg -> reg",
final_timing,finalHoldViolCount,0,
grt,grt_max_degree,21,
worst_setup_path,crit_type,"reg -> reg",
floorplan,die_w,104,µm
grt,grt_overflow,0,
flow_run,warnings,25,
pwr,power_leakage,0.299,nW
final_timing,layout_min_cycle_time,1890,ps
cells_and_area,fillers,791,
placement,place_area,1000,µm²
yosys,ys_ff,20,
final_timing,slew_violations,0,
routing,wl_per_cell,7.50,µm
floorplan,rows,30,
routing,via_per_inst,3.29,
pwr,power_density,420,mW/mm²
floorplan,die_area,0.0108,mm²
floorplan,die_h,104,µm
yosys,ys_warn_count,1,
cts,path_clk_slew,70,ps
grt,grt_use_total,0.0275,
final_timing,fin_tns_setup,0,ps
worst_setup_path,crit_path_end_kind,"register",
worst_setup_path,crit_family,"simple AND/OR/NAND/NOR gates",
cells_and_area,fin_area,0.00105,mm²
routing,drtAntennaViolNets,0,
worst_setup_path,worstPathMaxFanout,8,
yosys,synth-seq-area-share,0.457,
final_timing,clock_skew,2.32,ps
flow_run,cap_viol_max_count,0,
worst_setup_path,worstPathBufferInverterCount,0,
worst_setup_path,start_kind,"register",
yosys,synth_cell_types,27,
cts,numClockSinks,20,
yosys,synth_area,876,µm²
status,status,"finished, final reports clean",
yosys,ys_chip_area,876,µm²
cts,cts_max_level,1,
yosys,syn_area_per_cell,8.94,µm²
floorplan,floorplan.core_util,0.128,
final_timing,rsz0062_at_grt,"no",
cells_and_area,drive_gt1_frac,0.0792,
routing,remaining_drc_errors,0,
cts,cts_hold_buffers,0,
cells_and_area,flop_area,400,µm²
routing,first_pass_iters,4,
cells_and_area,layout_top_cells,"dfxtp_1 (20), nor2_1 (13), xnor2_1 (9)",
cells_and_area,layout.area.comb,444,µm²
cts,cts_buffers,3,
worst_setup_path,worst_path_max_delay_cell,"or4_1",
worst_setup_path,arrival,2060,ps
grt,antenna_found_initial,0,
routing,drt_wl_total,1.48,mm
worst_setup_path,crit_path_cell_trace,"nand3_2, or4_1, or4_1, a21oi_1",
cells_and_area,largest_reg_flops,20,
pwr,total_power,443,µW
cts,clockRootBuffer,"clkbuf_8",
worst_setup_path,cp_common_cell,"or4_1",
floorplan,core_area,0.00683,mm²
worst_setup_path,critPathRequiredTime,3470,ps
cells_and_area,mostFrequentLayoutCell,"dfxtp_1",
pwr,ir_worst_vdd,0.196,mV
floorplan,io_pins,3,
yosys,ys_cells,98,
grt,grt_pass1_wl,2.55,mm
final_timing,final.period_utilization,0.572,
cts,post_cts_resized,0,
grt,grt_pass1_vias,553,
cts,cts_setup_buffers,0,
yosys,netlist_instances,98,
placement,port_buffers,2,
routing,antenna_cells,0,
final_timing,fmax,529,MHz
cts,tritoncts,"built",
routing,vias,649,
final_timing,slew-limit-headroom,0.530,
final_timing,worst_slew_pin_slew,702,ps
worst_setup_path,max_stage_delay,650,ps
cts,clk_latency,250,ps
## path summary, 6_finish.rpt
check,from,to,slack (ps),cells past startpoint
setup / recovery,COUNT[2]$_SDFF_PP0_,COUNT[19]$_SDFF_PP0_,1410,4
hold / removal,COUNT[18]$_SDFF_PP0_,COUNT[18]$_SDFF_PP0_,460,2
setup reg to reg,COUNT[2]$_SDFF_PP0_,COUNT[19]$_SDFF_PP0_,1410,4
hold reg to reg,COUNT[18]$_SDFF_PP0_,COUNT[18]$_SDFF_PP0_,460,2
## stage by stage
step | setup WS (ps) | std cells | utilization | hold slack, ps
after CTS | 1410 | 197 | 0.154 | 462
final | 1410 | 197 | 0.154 | 461
after global routing | 1300 | 197 | 0.154 | 499
after global placement | 1430 | 193 | 0.146 | 464
after floorplan | 1560 | 98 | - | 437
after detailed placement | 1420 | 193 | 0.146 | 454
## layout make-up
type | count | share of cell area
tap | 96 | 0.114
sequential | 20 | 0.380
clock buffer | 4 | 0.0522
timing repair buffer | 2 | 0.0190
inverter | 4 | 0.0142
multi-input combinational | 71 | 0.421
## layer usage
layer,share of wire,global-route usage
met4,0.014,0.00497
met1,0.52,0.0391
met2,0.40,0.0356
met5,0,0
met3,0.064,0.0150
## kinds of logic after synthesis
family,count (synthesis),share of synthesized area
XOR/XNOR,11,0.110
AND-OR/OR-AND,14,0.0871
buffers and inverters,7,0.0357
adder cells (fa/ha/maj),1,0.0143
AND/OR/NAND/NOR,45,0.296
flip-flops,20,0.457
## power by group
| part | leakage [nW] | total (mW) | switching, mW | internal (mW) |
|---|---|---|---|---|
| clock | 0.0288 | 0.184 | 0.0777 | 0.106 |
| sequential | 0.162 | 0.249 | 0.00418 | 0.244 |
| combinational | 0.109 | 0.0109 | 0.00638 | 0.00456 |
| total | 0.299 | 0.443 | 0.0882 | 0.355 |
## tightest hold or removal path, cell delays in order, from the launching register on
cell	delay, ps
dfxtp_1	310
o41ai_1	50
a21oi_1	50
## synthesized netlist by cell type
| cell | number | share of area |
|---|---|---|
| xor2_1 | 2 | 0.020 |
| nor2_1 | 13 | 0.056 |
| o21ai_0 | 5 | 0.029 |
| nor4_1 | 3 | 0.021 |
| nand3b_1 | 1 | 0.0086 |
| nand3_2 | 1 | 0.011 |
| nor2b_1 | 1 | 0.0071 |
| nor3_1 | 4 | 0.023 |
| nand4_1 | 3 | 0.021 |
| xnor2_1 | 9 | 0.090 |
| a21oi_1 | 7 | 0.040 |
| or3_2 | 1 | 0.0086 |
| nand3_1 | 7 | 0.040 |
| clkbuf_1 | 1 | 0.0043 |
| clkbuf_2 | 1 | 0.0057 |
| or3_1 | 4 | 0.029 |
| inv_1 | 4 | 0.017 |
| nand4_4 | 1 | 0.024 |
| or4_1 | 2 | 0.017 |
| nand2_1 | 2 | 0.0086 |
| ha_1 | 1 | 0.014 |
| dfxtp_1 | 20 | 0.46 |
| o31ai_1 | 1 | 0.0086 |
| o41ai_1 | 1 | 0.010 |
| nand2_4 | 1 | 0.013 |
| buf_4 | 1 | 0.0086 |
| and3_1 | 1 | 0.0071 |
No activity file was given, so power comes from the tool's default toggle rates.
