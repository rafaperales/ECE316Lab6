[config.mk]
export PLATFORM = sky130hd
export DESIGN_NAME = FourDigitDisplay
export DESIGN_NICKNAME = FourDigitDisplay
export VERILOG_FILES = /design/flow/design.v
export SDC_FILE = /design/flow/constraint.sdc
export NUM_CORES = 4
export LEC_CHECK = 1
export CORE_AREA = 10 10 103 103
export DIE_AREA = 0 0 113 113
[constraint.sdc]
current_design FourDigitDisplay

set clk_period 2.2
set clk_io_pct 0.2

create_clock -name clk0 -period $clk_period [get_ports {clk}]

set non_clock_inputs [all_inputs -no_clocks]
set_input_delay [expr $clk_period * $clk_io_pct] -clock clk0 $non_clock_inputs
set_output_delay [expr $clk_period * $clk_io_pct] -clock clk0 [all_outputs]
[design.v]
`timescale 1ns / 1ps
module FourDigitDisplay( 
input clk, 
input reset, 
input [15:0] sw, 
output [3:0] an, 
output [6:0] sseg, 
output dp);
wire [6:0] in0, in1, in2,in3; 
wire slow_clk; 
hexto7segment c1 (.x(sw[3:0]), .r(in0)); 
hexto7segment c2 (.x(sw[7:4]), .r(in1));
hexto7segment c3 (.x(sw[11:8]), .r(in2));
hexto7segment c4 (.x(sw[15:12]), .r(in3)); 
clk_div_disp c5 (.clk(clk), .reset(reset),.slow_clk(slow_clk)); 
time_mux_state_machine c6 (
    .clk(slow_clk), 
    .reset(reset), 
    .in0 (in0), 
    .in1 (in1), 
    .in2 (in2), 
    .in3 (in3), 
    .an (an), 
    .sseg (sseg),
    .dp(dp)
);
endmodule 
module hexto7segment( 
    input [3:0] x,
    output reg [6:0] r
    );  
    always @(*) 
    case (x) 
        4'b0000 : r = 7'b0000001;  
        4'b0001 : r = 7'b1001111;  
        4'b0010 : r = 7'b0010010;  
        4'b0011 : r = 7'b0000110;  
        4'b0100 : r = 7'b1001100;  
        4'b0101 : r = 7'b0100100;  
        4'b0110 : r = 7'b0100000;  
        4'b0111 : r = 7'b0001111;  
        4'b1000 : r = 7'b0000000;  
        4'b1001 : r = 7'b0000100;  
        4'b1010 : r = 7'b0000001;  
        4'b1011 : r = 7'b0000001;  
        4'b1100 : r = 7'b0000001;  
        4'b1101 : r = 7'b0000001;  
        4'b1110 : r = 7'b0000001;  
        4'b1111 : r = 7'b0000001;  
        endcase
 endmodule 
 module clk_div_disp (
 input clk, 
 input reset, 
 output slow_clk 
 );   
    reg [15:0] COUNT; 
   assign slow_clk = COUNT[15];  
    always @ (posedge clk) 
    begin 
    if(reset) 
      COUNT = 0; 
    else  
     COUNT = COUNT + 1; 
    end
 endmodule 
module time_mux_state_machine ( 
 input clk, 
 input reset, 
 input [6:0] in0, 
 input [6:0] in1,
 input [6:0] in2,
 input [6:0] in3, 
 output reg [3:0] an, 
 output reg [6:0] sseg,
 output reg dp
 ); 
 reg [1:0] state; 
 reg [1:0] next_state;   
 always @ (*) begin 
    case(state)  
        2'b00 : next_state = 2'b01;  
        2'b01 : next_state = 2'b10; 
        2'b10 : next_state = 2'b11; 
        2'b11 : next_state = 2'b00;  
    endcase
end
 always @ (*) begin 
    case(state)  
    2'b00 : sseg = in0;  
    2'b01 : sseg = in1; 
    2'b10 : sseg = in2; 
    2'b11 : sseg = in3; 
    endcase
end   
 always @ (*) begin 
    case(state)  
    2'b00 :
       begin
            an = 4'b1110;   
            dp = 1;
        end
    2'b01 :
       begin
            an = 4'b1101;  
            dp = 1;
        end
    2'b10 :
    begin
            an = 4'b1011;  
            dp = 0;
    end
    2'b11 : 
    begin
            an = 4'b0111;  
            dp = 1;
    end
    endcase
end  
always @(posedge clk or posedge reset) begin
    if(reset)
        state <= 2'b00; 
     else 
        state <= next_state; 
 end
endmodule 
[run.sh]
#!/bin/bash
# OpenROAD 26Q1-2900-gdf79404cd8, Yosys 0.63+post, stock flow scripts
make -C /OpenROAD-flow-scripts/flow DESIGN_CONFIG=/design/flow/config.mk WORK_HOME=/design/flow/orfs finish
==> flow_metrics.py <==
# Synthesis and PnR figures
metrics = {
    "grt": {
        "grt_pass1_wl_mm": 6.64,
        "grt_pass1_vias": 1450,
        "grt.total_usage_pct": 5.88,
        "grt_max_degree": 16,
        "overflow": 0,
        "antenna_found_initial": 0,
    },
    "detailed_routing": {
        "via_count": 1480,
        "viasPerCell": 4.18,
        "drt_wl_total_mm": 3.78,
        "drt-initial-drc-count": 37,
        "wl_per_cell_um": 10.7,
        "dr.pass1.iters": 4,
        "antenna-diode-count": 0,
        "drc": 0,
        "ant_nets": 0,
    },
    "timing": {
        "worst_slack_ns": 0.0878,
        "unconstrained_endpoints": 9,
        "finalHoldViolCount": 0,
        "unclocked_regs": 4,
        "clock_skew_ns": 0.00306,
        "rsz0062_at_grt": "no",
        "min_period_over_period_pct": 96.0,
        "slew_headroom_pct": 73.7,
        "maxSlewViolCount": 0,
        "clock.fmax_mhz": 473,
        "finalSetupViolCount": 0,
        "worst_pin_slew_ns": 0.388,
        "fin_crit_ns": 2.11,
    },
    "synth": {
        "avgSynthCellArea_um2": 8.12,
        "ys_cells": 197,
        "ys_area_um2": 1600,
        "synth_warnings": 3,
        "edf_count": 0,
        "syn_inst": 197,
        "syn_area_um2": 1600,
        "synth-seq-cells": 20,
        "ys_seq_share_pct": 26.4,
        "async_flop_share_pct": 20.0,
        "ff_type": "dfxtp_1",
        "ys_types": 36,
    },
    "power_and_ir_drop": {
        "p_sw_share_pct": 25.0,
        "powerDensity_nw_per_um2": 322,
        "p_comb_share_pct": 25.1,
        "power_frac_clock_pct": 34.4,
        "leakage_nw": 0.969,
        "p_int_w": 0.000554,
        "vdd_ir_drop_max_uv": 397,
        "sequentialPowerShare_pct": 40.5,
        "switchingPower_w": 0.000185,
    },
    "critical_path": {
        "slowest_stage": "dlygate4sd2_1",
        "critPathKind": "in -> out",
        "worstPathRequired_ns": 1.76,
        "worstPathCellList": "dlygate4sd2_1 -> ha_2 -> nor2b_1 -> a21o_1 -> a22oi_1 -> o311ai_1 -> buf_2",
        "cp-start-kind": "input port",
        "crit_family": "AND-OR/OR-AND gates",
        "cpPeakStageDelay_ns": 0.29,
        "timing.critical_path.buf_inv": 2,
        "cp-end-kind": "output port",
        "crit_fanout": 4,
        "arrival_ns": 1.67,
    },
    "clocking": {
        "cts.root.buffer_cell": "clkbuf_8",
        "clkTransAtPathRegs_ns": 0.06,
        "htree_levels": 1,
        "postCtsHoldBufs": 0,
        "cts_tree": "yes",
        "cts_buffers": 3,
        "clk_path_buf_depth": 2,
        "insertion_delay_ns": 0.25,
    },
    "final_layout": {
        "logic_area_um2": 1160,
        "final_area_um2": 2300,
        "n_fill_cell": 878,
        "regArea_um2": 422,
        "area_delta_synth_final_pct": 43.7,
        "fin_cells": 354,
        "drive_above_1_share_pct": 22.1,
    },
    "floorplanning": {
        "die_area_um2": 12800,
        "core_area_um2": 8300,
        "die_h_um": 113,
        "rows": 33,
        "fp.dieW_um": 113,
        "pin_count": 30,
        "fp-utilization_pct": 19.3,
    },
    "placed_design": {
        "placed_area_um2": 2190,
        "io_buffers": 29,
        "gp_congestion": 0.800,
        "dp_hpwl_mm": 3.10,
        "pre_cts_ws_ns": -0.484,
        "dp.cells": 350,
    },
    "run": {
        "tool_warnings": 43,
        "drv_cap": 0,
    },
    "worst_hold_path": {
        "worst_hold_path_type": "reg -> reg",
    },
    "run_status": {
        "run_status": "complete, no violations",
    },
}
## cell families (layout without fill, tap and decap cells)
| logic type | after synthesis | after routing | share of synthesized area [%] |
|---|---|---|---|
| simple gates | 82 | 82 | 26.4 |
| compound gates | 32 | 32 | 12.8 |
| fa+ha+maj | 23 | 23 | 18.0 |
| flops | 20 | 20 | 26.4 |
| buf+inv | 20 | 72 | 4.77 |
| xor+xnor | 13 | 13 | 7.12 |
| mux | 7 | 7 | 4.54 |
## synth_stat cells (4+ instances only)
| library cell | instances | area share [%] |
|---|---|---|
| a21oi_1 | 5 | 1.6 |
| clkbuf_1 | 6 | 1.4 |
| dfxtp_1 | 16 | 20 |
| ha_1 | 23 | 18 |
| inv_1 | 12 | 2.8 |
| mux2i_1 | 5 | 3.1 |
| nand2_1 | 17 | 4.0 |
| nand3_1 | 12 | 3.8 |
| nand3b_1 | 4 | 1.9 |
| nand4_1 | 4 | 1.6 |
| nor2_1 | 17 | 4.0 |
| nor2b_1 | 9 | 3.5 |
| o21ai_0 | 11 | 3.4 |
| or3_1 | 5 | 2.0 |
| xnor2_1 | 11 | 6.0 |
## cell usage in the layout (no fill, tap or decap), types with 6 or more instances in the layout
cell type        count
ha_1                13
nor2_1              16
xnor2_1             11
nor2b_1              8
dlygate4sd2_1       15
clkdlybuf4s50_1      6
inv_1               10
dfxtp_1             16
nand3_1             12
ha_2                 7
nand2_1             17
buf_4               23
o21ai_0              8
## per-layer routing
metal	wire length (um)	vias to the layer above	share of wire (%)	GRT usage, %
met5	0	-	0	0
met1	1880	670	50	7.93
met4	0	0	0	0.0846
met2	1720	22	45	10.1
met3	178	0	4.7	1.12
li1	-	788	-	-
## through the flow
step	setup TNS (ns)	util (%)	hold WS, ns	total power (W)
floorplan	0	-	0.441	0.000387
finish	0	27.7	0.478	0.000739
global route	0	27.7	0.503	0.000790
CTS	0	27.6	0.480	0.000746
detailed placement	-2.93	26.4	0.465	0.000494
global placement	-2.91	26.4	0.462	0.000492
## cell type report
type | count | area share, %
Sequential cell | 20 | 18.4
Tap cell | 105 | 5.72
Inverter | 12 | 1.96
Timing Repair Buffer | 56 | 20.9
Clock buffer | 4 | 2.40
Multi-Input combinational cell | 157 | 50.7
## what timing repair did
item	4_1_cts	5_1_grt
resized	45	10
pin swaps	12	4
setup endpoints to repair	7	5
setup buffers	0	0
## path summary, 6_finish.rpt
kind	from	end	slack (ns)	depth (start not counted)
max	sw[8]	sseg[6]	0.09	7
max reg2reg	c5.COUNT[0]$_SDFF_PP0_	c5.COUNT[14]$_SDFF_PP0_	0.53	5
min reg2reg	c5.COUNT[0]$_SDFF_PP0_	c5.COUNT[0]$_SDFF_PP0_	0.48	1
min	c5.COUNT[0]$_SDFF_PP0_	c5.COUNT[0]$_SDFF_PP0_	0.48	1
## sequential cells by signal, indices dropped and copies added (netlist names)
| name | flops |
|---|---|
| c5.COUNT | 16 |
| c6.state | 4 |
## power groups by stage
stage     Clock (W)  Sequential, W  Combinational [W]
4_1_cts    0.000260       0.000299           0.000187
5_1_grt    0.000281       0.000300           0.000210
6_report   0.000254       0.000300           0.000185
Power and IR drop assume default switching activity.
